File: design.v
module mux6x1 (
    input [31:0]in1,
    input [31:0]in2,
    input [31:0]in3,
    input [31:0]in4,
    input [31:0]in5,
	 input [31:0]in6,
	 input [31:0]in7,
    input [2:0]select,
    output reg [15:0] out
);
always @(*) begin
    case (select)
        3'b000:begin
            out<=in1[15:0];
        end
        3'b001:begin
            out<=in2[15:0];
        end
        3'b010:begin
            out<=in3[15:0];
        end
        3'b011:begin
            out<=in4[15:0];
        end
        3'b100:begin
            out<=in5[15:0];
        end
		  3'b101:begin
            out<=in6[15:0];
        end
		  3'b110:begin
            out<=in7[15:0];
        end
		  default: begin
				out<=in7[15:0];
		  end
    endcase
end
endmodule
File: run.sh
#!/bin/bash
# OpenROAD 26Q1-2900-gdf79404cd8, Yosys 0.63+post, stock flow scripts
make -C /OpenROAD-flow-scripts/flow DESIGN_CONFIG=/design/flow/config.mk WORK_HOME=/design/flow/orfs finish
File: config.mk
export PLATFORM = sky130hd
export DESIGN_NAME = mux6x1
export DESIGN_NICKNAME = mux6x1
export VERILOG_FILES = /design/flow/design.v
export SDC_FILE = /design/flow/constraint.sdc
export NUM_CORES = 4
export LEC_CHECK = 1
export CORE_AREA = 10 10 102 102
export DIE_AREA = 0 0 112 112
File: constraint.sdc
current_design mux6x1

set clk_period 4.2
set clk_io_pct 0.2

create_clock -name clk0 -period $clk_period

set non_clock_inputs [all_inputs -no_clocks]
set_input_delay [expr $clk_period * $clk_io_pct] -clock clk0 $non_clock_inputs
set_output_delay [expr $clk_period * $clk_io_pct] -clock clk0 [all_outputs]
==> run_results.csv <==
group,metric,value,unit
timing,max-slew-margin-rel,0.7536,
global_route,gr-total-overflow,0,
global_route,global_route_wire_length_before_repair,9004,um
worst_setup_path,timing.critical_path.cells,"buf_2, buf_4, and3b_1, buf_4, nand2_1, o211ai_1, clkdlybuf4s50_1",
routing,drt.antenna.violating_nets,0,
worst_setup_path,critical_path_cell_count,7,
worst_setup_path,worstPathArrival,2540,ps
timing,final_max_slew_viol_count,0,
worst_setup_path,criticalPathCategory,"input port to output port",
global_route,grt_antenna_before_repair,0,
routing,route.detailed.drc,0,
job,maxCapViolCount,0,
routing,route.detailed.vias_per_inst,4.128,
power_and_ir_drop,power_per_cell_area,95.57,mW/mm2
finish,area_growth_syn_to_layout,133.7,%
timing,final.period_utilization,0.8050,
placement,dp_hpwl,5075,um
finish,post-route-util,0.3000,
clock_network,postCtsResizedCells,0,
logic_synthesis,ys.warnings.count,1,
job,stage_log_warnings,144,
finish,instances_no_fill,359,
placement,placed_area,0.002465,mm2
hold_path,min_to,"out[6]",
logic_synthesis,synthesis.area,0.001055,mm2
timing,final_period_minus_worst_setup_slack,3381,ps
finish,clock_buffers,0,
hold_path,hold-path-cell-count,4,
logic_synthesis,netlist.top_cell.by_area,"o211ai_1",
routing,antenna-diode-count,0,
worst_setup_path,critPathCaptureType,"output port",
power_and_ir_drop,power.switching_fraction,0.2732,
logic_synthesis,instance_tally_after_logic_synthesis,132,
timing,worstMarginPinSlew,369.6,ps
logic_synthesis,synth.distinct_cells,15,
clock_network,holdBufCountCts,0,
finish,layout-drive-gt1-share,0.1024,
power_and_ir_drop,share_clk_of_total_power,0,
clock_network,cts.repair_timing.setup_buffer_count,0,
floorplan,num_rows,33,
floorplan,floorplan.core_util,0.1284,
logic_synthesis,synth.cellmix.xorXnorShare,0,
logic_synthesis,synth.top_cells.by_area,"o211ai_1 19%, mux2_2 16%, mux2i_1 12%, nand3b_1 9.3%, o21a_1 9.3%",
power_and_ir_drop,irDropWorstVdd,0.03127,mV
worst_setup_path,critical-path-top-delay-family,"buffers and inverters",
power_and_ir_drop,cellInternalPower,171.2,uW
hold_path,min-delay-start,"select[1]",
placement,dpl.cell_count,359,
worst_setup_path,critical_path_peak_fanout,20,
global_route,maximum_number_of_pins_on_one_net_before_global_route_repair,39,
run_status,status,"completed",
logic_synthesis,topCombFamilyByArea,"multiplexers",
routing,route.final.wire_length,5773,um
logic_synthesis,fa_ha_area_frac,0,
floorplan,pin_count,243,
logic_synthesis,synth-compound-area-share,0.2776,
power_and_ir_drop,total_leakage_power,0.0008508,uW
worst_setup_path,worst_path_largest_cell_delay,510,ps
hold_path,holdCritPathClass,"input port to output port",
timing,grt_setup_unrepaired,"false",
power_and_ir_drop,power.switching,64.36,uW
global_route,grt_usage,0.08607,
finish,final_layout_top_logic_cell,"clkdlybuf4s50_1",
timing,setup-violations-final,0,
logic_synthesis,synth.yosys.chip_area,0.001055,mm2
routing,routed_wire_length_per_instance,16.08,um
routing,via_count,1482,
logic_synthesis,ys_cells,132,
finish,total_area_of_sequential_cells,0,um2
logic_synthesis,yosys.area_share.simple,0.2242,
logic_synthesis,yosysSeqAreaShare,0,
floorplan,design.die.area,0.01254,mm2
placement,buffer_ports.inserted,131,
placement,routabilityCongestion,0.7556,
finish,layout.sequential_cells,0,
routing,drt-initial-drc-count,42,
power_and_ir_drop,comb_power_share,1.000,
timing,fmaxAchievable,0.2958,GHz
worst_setup_path,start_kind,"input port",
timing,hold_violations,0,
worst_setup_path,crit_buf_inv,4,
finish,final_cell_area,0.002465,mm2
logic_synthesis,synthesis.area_per_instance,7.991,um2
worst_setup_path,worst-endpoint-required,3360,ps
worst_setup_path,timing.critical_path.slowest_stage_cell,"clkdlybuf4s50_1",
floorplan,chipWidth,112,um
timing,hold_slack,2622,ps
floorplan,fp.dieH,112,um
worst_setup_path,worst_path_most_repeated_cell,"buf_4",
floorplan,core_area,0.008217,mm2
timing,tns,0,ps
routing,drt_pass1_iterations,4,
global_route,first_global_vias,1677,
finish,final_cell_mix,"129 x clkdlybuf4s50_1, 26 x o211ai_1, 15 x mux2_2",
power_and_ir_drop,seq_power_share,0,
logic_synthesis,synth_top_area_share,0.1851,
logic_synthesis,synth.area.mux_share,0.4223,
==> metrics by stage <==
| step | setup slack [ps] | power (uW) |
|---|---|---|
| 2_1_floorplan | 1682 | 80.25 |
| 3_3_place_gp | 773.6 | 239.1 |
| 3_5_place_dp | 759.6 | 239.5 |
| 4_1_cts | 762.2 | 241.3 |
| 5_1_grt | 644.2 | 258.4 |
| 6_report | 818.8 | 235.6 |
==> synthesized netlist by cell type <==
cell / count
nand2b_1: 13
o21a_1: 13
clkbuf_1: 5
nand2_1: 13
buf_2: 4
and3b_1: 1
mux2i_1: 13
mux2_1: 7
mux2_2: 15
mux4_2: 3
o211ai_1: 26
buf_1: 3
buf_4: 1
nand3b_1: 13
buf_6: 2
==> power groups by stage <==
stage         logic [uW]  registers (uW)  clock network [uW]
finish               236               0                   0
global route         258               0                   0
CTS                  241               0                   0
==> final cells by class <==
| cell class | count | area [um2] |
|---|---|---|
| Multi-Input combinational cell | 117 | 974.7 |
| Fill cell | 874 | 5752 |
| Timing Repair Buffer | 137 | 1359 |
| Tap cell | 105 | 131.4 |
==> how the worst max path moves through the flow <==
| stage | start | to | slack [ps] |
|---|---|---|---|
| CTS | select[0] | out[11] | 760 |
| global route | select[0] | out[10] | 640 |
| finish | select[0] | out[11] | 820 |
==> cells by family (layout without fill, tap and decap cells) <==
family,Yosys count,after routing
AOI/OAI and AO/OA,39,39
buffers and inverters,15,137
muxes,38,38
and+or+nand+nor,40,40
==> layer usage <==
layer,up-vias,global-route usage,share of wire
met3,0,0.04397,0.14
li1,753,-,-
met1,643,0.1065,0.42
met2,86,0.1395,0.44
met4,0,0,0
met5,-,0,0
==> worst min-delay path, stage by stage <==
cell	delay [ps]
buf_2	220
o211ai_1	210
o211ai_1	90
clkdlybuf4s50_1	420
Power figures rest on the tool's default switching activity, not on a simulated workload.
