## design/flow/config.mk

```make
export PLATFORM = sky130hd
export DESIGN_NAME = frequncy_devider
export DESIGN_NICKNAME = frequncy_devider
export VERILOG_FILES = /design/flow/design.v
export SDC_FILE = /design/flow/constraint.sdc
export NUM_CORES = 4
export LEC_CHECK = 1
export CORE_AREA = 10 10 98 98
export DIE_AREA = 0 0 108 108
```

## design/flow/constraint.sdc

```tcl
current_design frequncy_devider

set clk_period 7.8
set clk_io_pct 0.2

create_clock -name clk0 -period $clk_period [get_ports {clk_in}]

set non_clock_inputs [all_inputs -no_clocks]
set_input_delay [expr $clk_period * $clk_io_pct] -clock clk0 $non_clock_inputs
set_output_delay [expr $clk_period * $clk_io_pct] -clock clk0 [all_outputs]
```

## design/flow/design.v

```verilog
module frequncy_devider(clk_in, clk_out);
	input clk_in;
	output reg clk_out;
	reg[32:0] count;
	always @(posedge clk_in) begin
		count = count + 1;
		if (count == 2000000)
			begin
				count = 0;
				clk_out = !clk_out;
			end
	end
endmodule
```

## design/flow/run.sh

```bash
#!/bin/bash
# OpenROAD 26Q1-2900-gdf79404cd8, Yosys 0.63+post, stock flow scripts
make -C /OpenROAD-flow-scripts/flow DESIGN_CONFIG=/design/flow/config.mk WORK_HOME=/design/flow/orfs finish
```

==> results.sh <==
# physical design summary
export IMPL_postSynthCellCount=202
export IMPL_rows=32
export IMPL_ir_worst_vdd_mv=0.0866
export IMPL_vias=1420
export IMPL_fmax_mhz=274
export IMPL_critPathMaxFanout=10
export IMPL_p_leak_nw=0.686
export IMPL_insertion_delay_ns=0.28
export IMPL_cp_required_ns=7.80
export IMPL_top_area_cell="dfxtp_1"
export IMPL_clockBufferDepth=2
export IMPL_viasPerCell=4.69
export IMPL_antenna_cells=0
export IMPL_power_density_nw_per_um2=154
export IMPL_die_w_um=108
export IMPL_synth_distinct_cells=48
export IMPL_routed_wl_mm=3.80
export IMPL_cts_root_buffer_cell="clkbuf_8"
export IMPL_drv_cap=0
export IMPL_finalSetupViolCount=0
export IMPL_ys_cells=202
export IMPL_fp_util_pct=23.9
export IMPL_htree_levels=2
export IMPL_grt_pass1_vias=1410
export IMPL_status="completed"
export IMPL_drtIter0Drc=77
export IMPL_fin_crit_ns=3.65
export IMPL_antenna_found_initial=0
export IMPL_remaining_drc_errors=0
export IMPL_hpwl_mm=2.72
export IMPL_cts_setup_buffers=0
export IMPL_grt_total_usage_pct=6.78
export IMPL_hold_violations=0
export IMPL_slew_headroom_pct=55.1
export IMPL_warnings=26
export IMPL_die_height_um=108
export IMPL_end_kind="flip-flop"
export IMPL_synth_area_um2=1820
export IMPL_tightest_slew_ns=0.674
export IMPL_cts_made_buffers=5
export IMPL_grt_ovfl_total=0
export IMPL_die_area_um2=11700
export IMPL_ys_warn_count=1
export IMPL_start_kind="flip-flop"
export IMPL_avgSynthCellArea_um2=9.03
export IMPL_setup_tns_final_ns=0
export IMPL_crit_arrival_ns=3.65
export IMPL_async_flop_share_pct=0
export IMPL_post_dp_cell_area_um2=1910
export IMPL_cts_resized=0
export IMPL_timing_final_max_slew_violations=0
export IMPL_final_util_pct=26.2
export IMPL_wl_per_cell_um=12.5
export IMPL_crit_type="reg -> reg"
export IMPL_fin_area_um2=2000
export IMPL_syn_to_final_growth_pct=9.74
export IMPL_rsz0062_at_grt="no"
export IMPL_gp_congestion=0.860
export IMPL_numPortBuffers=1
export IMPL_flop_cell="dfxtp_1"
export IMPL_post_synth_top_area_fraction_pct=36.2
export IMPL_drive_gt1_share_pct=7.96
export IMPL_dr_pass1_iters=4
export IMPL_timing_final_crit_share_pct=46.8
export IMPL_ys_flops=34
export IMPL_hold_path_class="reg -> reg"
export IMPL_grt_max_degree=13
export IMPL_combGateArea_um2=1060
export IMPL_edf_count=1
export IMPL_grt_pass1_wl_mm=6.61
export IMPL_path_clk_slew_ns=0.07
export IMPL_synth_seq_share_pct=37.9
export IMPL_io_pins=2
export IMPL_core_area_um2=7650
export IMPL_ys_top_cells_by_area="dfxtp_1 36%, xnor2_1 8.2%, xor2_1 7.2%"
export IMPL_skew_ns=0.00331
export IMPL_fillers=792
export IMPL_regArea_um2=691
export IMPL_cts_sinks=34
export IMPL_ant_nets=0
export IMPL_hold_buffers=0
export IMPL_cts_tree="done"
export IMPL_yosys_stat_area_um2=1820
## cells in the mapped netlist, types with 2 or more instances
cell type and count:
xnor2_1 17, nand4_1 14, nor2_1 9, and3_1 3
xor2_1 15, a21boi_1 3, clkbuf_1 5, inv_1 6
nand3_1 16, o21ai_0 3, nor4_1 9, nor3_1 9
ha_1 2, dfxtp_1 33, nand2_1 10, or3_1 4
o21bai_1 2, or4_1 2, nand2b_1 2, or4_4 2
buf_2 2, a21oi_1 8
## area by class of cell
class | count | area share (%)
flip-flops and latches | 34 | 34.5
clock inverters | 1 | 0.250
inverters | 6 | 1.13
multi-input cells | 152 | 52.9
well taps | 102 | 6.37
repair buffers | 1 | 0.500
clock buffers | 7 | 4.31
## layer usage
metal / global-route usage (%) / up-vias / routed length (µm)
met4: 1.15 / 0 / 66
met1: 9.58 / 648 / 1940
met3: 2.17 / 10 / 180
met2: 10.1 / 26 / 1620
met5: 0 / - / 0
li1: - / 736 / -
## worst paths after layout
kind | slack (ns) | end | from | cells past startpoint
hold / removal | 0.47 | count[32]$_SDFF_PN0_ | count[32]$_SDFF_PN0_ | 1
hold reg to reg | 0.47 | count[32]$_SDFF_PN0_ | count[32]$_SDFF_PN0_ | 1
setup reg to reg | 4.15 | clk_out$_DFFE_PN_ | count[0]$_SDFF_PN0_ | 8
setup / recovery | 4.15 | clk_out$_DFFE_PN_ | count[0]$_SDFF_PN0_ | 8
## logic make-up (layout without fill, tap and decap cells)
logic type / after synthesis / count (layout) / synth area share [%]
DFF: 34 / 34 / 37.9
adders and majority gates: 2 / 2 / 1.37
xor gates and xnor gates: 32 / 32 / 15.4
buffers and inverters: 16 / 15 / 4.05
and+or+nand+nor: 93 / 93 / 30.9
AOI/OAI and AO/OA: 24 / 24 / 9.88
muxes: 1 / 1 / 0.549
## worst max-delay path, cell delays in order, from the launching register on
cell     delay [ns]
dfxtp_1        0.42
ha_1           0.28
nand4_1        0.29
or4_1          0.63
nor3_1         0.31
xor2_1         0.13
or4_4          0.54
nor4_4         0.54
and2_1         0.21
## per-stage QoR
step	hold slack, ns	power [W]	std cells	setup WS, ns
6_report	0.465	0.000308	303	4.15
5_1_grt	0.490	0.000319	303	3.90
4_1_cts	0.473	0.000312	303	4.18
3_5_place_dp	0.460	0.000178	295	4.21
3_3_place_gp	0.456	0.000178	295	4.30
2_1_floorplan	0.425	0.000178	202	4.60
## sequential cells by signal, indices dropped and copies added (netlist names)
signal and cells:
clk_out 1, count 33
## power breakdown
group	switching [W]	internal [W]	total [W]
combinational	0	0	0.000000000360
sequential	0	0.000174	0.000174
clock	0.0000624	0.0000712	0.000134
total	0.0000624	0.000245	0.000308
## layout by cell type (no fill, tap or decap), types with 2 or more instances in the layout
cell type,instances
a21boi_1,3
a21oi_1,8
and3_1,3
clkbuf_8,6
dfxtp_1,33
ha_1,2
inv_1,6
nand2_1,10
nand2b_1,2
nand3_1,16
nand4_1,14
nor2_1,9
nor3_1,9
nor4_1,9
o21ai_0,3
o21bai_1,2
or3_1,4
or4_1,2
or4_4,2
xnor2_1,17
xor2_1,15
No activity file was given, so power comes from the tool's default toggle rates.
